File: run.sh
#!/bin/bash
# OpenROAD 26Q1-2900-gdf79404cd8, Yosys 0.63+post, stock flow scripts
make -C /OpenROAD-flow-scripts/flow DESIGN_CONFIG=/design/flow/config.mk WORK_HOME=/design/flow/orfs finish
File: design.v
module MIPS_ALU (
    input clk,
    input pipeline_flush_i,
    input r_type_i,
    input [6 - 1 : 0] opcode_i,
    input [6 - 1 : 0] funct_i,
    input [32 - 1 : 0] alu_input1_i,
    input [32 - 1 : 0] alu_input2_i,
    input [32 - 1 : 0] pc_i,
    output overflow_o,
    output zero_o,
    output negative_o,
    output [32 - 1 : 0] alu_result_o,
);
    reg overflow;
    reg zero;
    reg negative;
    reg [32 - 1 : 0] alu_result;
    assign alu_result_o = alu_result;
    assign overflow_o = overflow;
    assign zero_o = zero;
    assign negative_o = negative;
    always @(posedge clk) begin
        if (r_type_i) begin
            case (funct_i)
                6'h20: begin
                    alu_result = alu_input1_i + alu_input2_i;
                    overflow = (~alu_result[32 - 1] & alu_input1_i[32 - 1] 
                    & alu_input2_i[32 - 1]) | (alu_result[32 - 1] 
                    & ~alu_input1_[32 - 1] & ~alu_input2_i[32 - 1]);
                end 
                6'h21: begin
                    alu_result = alu_input1_i + alu_input2_i;
                end
                6'h22: begin
                    alu_result = alu_input1_i - alu_input2_i;
                    overflow = (~alu_result[32 - 1] & ~alu_input1_i[32 - 1] 
                    & alu_input2_i[32 - 1]) | (alu_result[32 - 1] 
                    & alu_input1_[32 - 1] & ~alu_input2_i[32 - 1]);
                end
                6'h23: begin
                    alu_result = alu_input1_i - alu_input2_i;
                end
                6'h24: begin  
                    alu_result = alu_input1_i & alu_input2_i;
                end
                6'h27: begin  
                    alu_result = ~(alu_input1_i | alu_input2_i);
                end
                6'h25: begin  
                    alu_result = alu_input1_i | alu_input2_i;
                end
                6'h26: begin  
                    alu_result = alu_input1_i ^ alu_input2_i;
                end
                6'h00: begin  
                    alu_result = alu_input1_i << alu_input2_i[4:0];
                end
                6'h04: begin  
                    alu_result = alu_input1_i << alu_input2_i[4:0];
                end
                6'h02: begin  
                    alu_result = alu_input1_i >> alu_input2_i[4:0];
                end
                6'h06: begin  
                    alu_result = alu_input1_i >> alu_input2_i[4:0];
                end
                6'h03: begin  
                    alu_result = $signed(alu_input1_i) >>> alu_input2_i[4:0];
                end
                6'h07: begin  
                    alu_result = $signed(alu_input1_i) >>> alu_input2_i[4:0];
                end
                6'h2A: begin  
                    alu_result <= $signed(alu_input1_i) < $signed(alu_input2_i);
                    neg <= $signed(alu_input1_i) < $signed(alu_input2_i);
                end
                6'h08: begin  
                    alu_result = alu_input1_i;
                end
            endcase
        end
        else begin
            case (opcode_i)
                6'h08: begin
                    alu_result = alu_input1_i + alu_input2_i;
                    overflow = (~alu_result[32 - 1] & alu_input1_i[32 - 1] 
                    & alu_input2_i[32 - 1]) | (alu_result[32 - 1] 
                    & ~alu_input1_[32 - 1] & ~alu_input2_i[32 - 1]);
                end
                6'h09: begin
                    alu_result = alu_input1_i + alu_input2_i;
                end
                6'h0C: begin
                    alu_result = alu_input1_i & alu_input2_i;
                end
                6'h0D: begin
                    alu_result = alu_input1_i | alu_input2_i;
                end
                6'h0E: begin
                    alu_result = alu_input1_i ^ alu_input2_i;
                end
                6'h04: begin
                    alu_result <= alu_input1_i == alu_input2_i;
                    zero <= alu_input1_i == alu_input2_i;
                end
                6'h05: begin
                    alu_result <= alu_input1_i != alu_input2_i;
                    zero <= alu_input1_i == alu_input2_i;
                end
                6'h23: begin
                    alu_result = alu_input1_i + alu_input2_i;
                end
                6'h2B: begin
                    alu_result = alu_input1_i + alu_input2_i;
                end
            endcase
        end
    end
endmodule
File: config.mk
export PLATFORM = sky130hd
export DESIGN_NAME = MIPS_ALU
export DESIGN_NICKNAME = MIPS_ALU
export VERILOG_FILES = /design/flow/design.v
export SDC_FILE = /design/flow/constraint.sdc
export NUM_CORES = 4
export LEC_CHECK = 1
export CORE_UTILIZATION = 30
File: constraint.sdc
current_design MIPS_ALU

set clk_period 20.3
set clk_io_pct 0.2

create_clock -name clk0 -period $clk_period [get_ports {clk}]

set non_clock_inputs [all_inputs -no_clocks]
set_input_delay [expr $clk_period * $clk_io_pct] -clock clk0 $non_clock_inputs
set_output_delay [expr $clk_period * $clk_io_pct] -clock clk0 [all_outputs]
==> writeup.txt <==
Yosys reports a chip area of 12000 um^2. The routed design shows a wire length per standard cell of 26.2 um. The script logs the ratio of routed vias to standard cells as 6.36. Across all stage logs, warnings added up to 124. Global routing finished with a remaining overflow of 0. The fraction of the yosys area taken by sequential cells was 0.0851. The number of I/O pins was 146; the area share of the largest cell type after synthesis was 0.102. Input and output buffers added on the ports amount to 111. The tools report the remaining design rule violation count as 0.

The power report lists cell-internal power as 270 uW. Summed over all nets, the half-perimeter wirelength after detailed placement is 42.7 mm. The flop and latch count out of synthesis is 34. Sorting the synthesized cells by how often they occur yields 163 x sky130_fd_sc_hd__nor2_1, 162 x sky130_fd_sc_hd__nand2_1, 152 x sky130_fd_sc_hd__a21oi_1, 112 x sky130_fd_sc_hd__o21ai_0, 99 x sky130_fd_sc_hd__inv_1.

Post-CTS repair ended up resizing 0 cells. For this design, the slowest cell found on the critical path is sky130_fd_sc_hd__clkdlybuf4s50_1. The floorplan step set the die height to 202 um. The run gives 939 ps for the slew at the pin closest to its max-slew limit. The run finished with clean final reports. With the share of cells above drive strength 1 at 0.0990, the total number of yosys warnings is 8. Yosys mapped a number of flops with a built-in enable equal to 34. The combinational share of power is 0.671, and the synthesized area divided by synthesized cell count is 7.24 um^2.

The share of async-settable or async-resettable flops after synthesis is 0, and the worst slew slack as a fraction of its limit is 0.371. For the maximum VDD drop, the log shows 0.0208 mV. The run gives 57.2 mm for the total detailed-routing wirelength. Summing over every cut layer, the via total after detailed routing is 13.9k.

The clock passes through at most 2 buffers. The tree is rooted in a sky130_fd_sc_hd__clkbuf_16. The count of max-cap constraint violations is 0.

The run gives 1 for the initial antenna violation count. With the post-synthesis cell count at 1657, the number of global-route vias before repair is 12.9k. The setup total negative slack is 0 ps, and the leakage dissipation is 5.11 nW.

Among all stages on the critical path, the maximum delay recorded is 810 ps. The repair_antennas step left the layout with diodes totalling 0. The first global-routing pass estimated 85.2 mm of wire. The floorplan step defined a core boundary enclosing 39000 um^2. The CTS clock-pin slew for the worst setup and hold paths is 50 ps. The top fanout value on the critical path was 16. For reference, the top cells by area after synthesis are sky130_fd_sc_hd__ha_1 10%, sky130_fd_sc_hd__mux4_2 9.4%, sky130_fd_sc_hd__edfxtp_1 8.5%. Among all cell types in the netlist, the one instantiated most often is sky130_fd_sc_hd__nor2_1.

The minimum period implied by the final worst setup slack is 8710 ps. The arrival time of data at the critical path endpoint came out at 8730 ps. TritonCTS built the clock tree. STA classifies the critical path startpoint as an input port.

In this run, the number of DRC markers left after iteration 0 of detailed routing was 1787. In the setup report, the worst path falls into the class in2reg. The pin count of the biggest net entering global routing is 64, and the hold-fix buffer count after cts is 0. In the final report, the number of hold violations comes to 0.

The number of placed instances with taps included is 2178. The required time of the critical path is 20310 ps. The cell taking the most area after synthesis is sky130_fd_sc_hd__ha_1. Summed over all nets, the switching power comes to 244 uW. For the deepest level of the CTS H-tree, the log shows 2. For this run, the leading register cell type out of synthesis is sky130_fd_sc_hd__edfxtp_1. The script computed a power per unit cell area of 38.2 nW/um^2. The run gives 0.282 as the all-layer global routing usage. The chip footprint is 40800 um^2. For the starting utilization of the core area, the log shows 0.308. The distinct cell type count of the synthesized netlist came out at 96.

The tools report the count of pins over their slew limit as 0. The type recorded for the worst min-delay path is in2reg. STA classifies the critical path endpoint as a flop. For the sequential fraction of design power, the log shows 0.180. The switching share of power came out at 0.475. The tools report the number of post-CTS setup repair buffers as 0. The final timing report counts setup violations totalling 0.

Setup repair after global routing left no endpoint under its margin. For the remaining antenna violation count, the log shows 0. The share of the clock period used by the worst path works out to 0.429. The proportion of power drawn by the clock network was 0.149; the final instance count without filler cells was 2185. After synthesis, the design contains 1657 cells according to Yosys. Cell type with the highest occurrence count on the critical path: sky130_fd_sc_hd__nor3_1. The first TritonRoute pass finished after 6 iterations. The horizontal die size works out to 202 um. For reference, the critical path cell chain is clkdlybuf4s50_1 -> inv_1 -> ha_1 -> nor3_1 -> nand2_1 -> nor3_1 -> nand3_1 -> nor3_1 -> xnor2_1 -> nor3_1 -> a2111oi_0 -> a221oi_1. The logs give 34 for the number of sinks driven by the clock tree and 0.115 GHz for the achievable frequency. The combined area of all synthesized cells is 12000 um^2, and the number of standard-cell rows in the floorplan is 72. The area added between synthesis and finish is 12.4%, and the final RePlAce weighted congestion is 1.04. The run gives 5 for the number of buffers inserted during clock tree synthesis.
[flip-flops by register name, summed over array words and instances (netlist names)]
name / count
overflow: 1
zero: 1
alu_result: 32
[metrics by stage]
| stage | utilization | hold slack [ps] | area (um^2) | power, mW | setup WS (ps) |
|---|---|---|---|---|---|
| 6_report | 0.346 | 4340 | 13500 | 0.515 | 11590 |
| 5_1_grt | 0.346 | 4390 | 13500 | 0.544 | 11470 |
| 4_1_cts | 0.346 | 4330 | 13500 | 0.509 | 11780 |
| 3_5_place_dp | 0.342 | 4640 | 13400 | 0.429 | 11470 |
| 3_3_place_gp | 0.342 | 4640 | 13400 | 0.429 | 11490 |
| 2_1_floorplan | - | 4260 | 12000 | 0.309 | 12700 |
[path summary, 6_finish.rpt]
check / startpoint / end / slack, ps / depth (start not counted)
min: r_type_i / alu_result[7]$_DFFE_PP_ / 4340 / 3
max: alu_input1_i[19] / alu_result[0]$_DFFE_PP_ / 11590 / 12
[cell families (layout without fill, tap and decap cells)]
group                    after synthesis  count (layout)  synth area share
multiplexers                         118             118             0.153
buffers and inverters                254             264            0.0926
other                                  1               1          0.000313
AND/OR/NAND/NOR                      526             526             0.206
XOR/XNOR                              32              32            0.0234
flip-flops                            34              34            0.0851
AND-OR/OR-AND                        592             592             0.334
adder cells (fa/ha/maj)              100             100             0.106
[final cells by class]
cell class | count | area (um^2)
Sequential cell | 34 | 1020
Fill cell | 4044 | 25500
Inverter | 105 | 394
Multi-Input combinational cell | 1369 | 9890
Tap cell | 518 | 648
Timing Repair Buffer | 152 | 1400
Clock buffer | 7 | 133
[power groups by stage]
stage	clock, mW	combinational (mW)	sequential [mW]
final	0.0765	0.346	0.0927
after global routing	0.0801	0.371	0.0937
after CTS	0.0790	0.337	0.0928
[worst max-delay path: cells and delay by family]
family	cells	cell delay, ps
buf+inv	2	1040
simple gates	6	2220
xor+xnor	1	120
compound gates	2	710
fa+ha+maj	1	570
[metal layers]
layer  routed length [um]  global-route usage  vias up
met5                    0                   0        -
met4                 2010              0.0869        0
met3                 6220              0.0723      124
met2                25000               0.415      847
met1                24000               0.409     6635
li1                     -                   -     6290
[cells in the final DEF, fill, tap and decap left out, types with 8 or more instances in the layout]
master                              n
sky130_fd_sc_hd__a2111oi_0         13
sky130_fd_sc_hd__a211o_1           10
sky130_fd_sc_hd__a211oi_1          33
sky130_fd_sc_hd__a21o_1            18
sky130_fd_sc_hd__a21oi_1          152
sky130_fd_sc_hd__a221oi_1          19
sky130_fd_sc_hd__a222oi_1          14
sky130_fd_sc_hd__a22oi_1           12
sky130_fd_sc_hd__a31oi_1           24
sky130_fd_sc_hd__and3_1             8
sky130_fd_sc_hd__buf_4             42
sky130_fd_sc_hd__clkdlybuf4s50_1  106
sky130_fd_sc_hd__edfxtp_1          34
sky130_fd_sc_hd__ha_1              98
sky130_fd_sc_hd__inv_1             99
sky130_fd_sc_hd__mux2_2            23
sky130_fd_sc_hd__mux2i_1           45
sky130_fd_sc_hd__mux4_2            50
sky130_fd_sc_hd__nand2_1          162
sky130_fd_sc_hd__nand2b_1          14
sky130_fd_sc_hd__nand3_1           42
sky130_fd_sc_hd__nand4_1           16
sky130_fd_sc_hd__nor2_1           160
sky130_fd_sc_hd__nor2b_1           10
sky130_fd_sc_hd__nor3_1            41
sky130_fd_sc_hd__nor4_1            13
sky130_fd_sc_hd__o211ai_1          32
sky130_fd_sc_hd__o21ai_0          112
sky130_fd_sc_hd__o21ai_1            9
sky130_fd_sc_hd__o21bai_1          13
sky130_fd_sc_hd__o221ai_1          19
sky130_fd_sc_hd__o22ai_1           12
sky130_fd_sc_hd__o31ai_1           13
sky130_fd_sc_hd__or2_2             12
sky130_fd_sc_hd__or3_1             10
sky130_fd_sc_hd__xnor2_1           28
No activity file was given, so power comes from the tool's default toggle rates.
